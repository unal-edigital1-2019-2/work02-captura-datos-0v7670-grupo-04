==> design.v <==
`timescale 1ns / 1ps
module bdcseg (zi, seg);
 input [3:0] zi;
 output reg [6:0] seg;
 parameter [6:0] cero   = 7'b1000000;
 parameter [6:0] uno    = 7'b1111001;
 parameter [6:0] dos    = 7'b0100100;
 parameter [6:0] tres   = 7'b0110000;
 parameter [6:0] cuatro = 7'b0011001;
 parameter [6:0] cinco  = 7'b0010010;
 parameter [6:0] seis   = 7'b0000010;
 parameter [6:0] siete  = 7'b1111000;
 parameter [6:0] ocho   = 7'b0000000;
 parameter [6:0] nueve  = 7'b0010000;
 parameter [6:0] A      = 7'b0001000;
 parameter [6:0] B      = 7'b0000011;
 parameter [6:0] C      = 7'b1000110;
 parameter [6:0] D      = 7'b0100001;
 parameter [6:0] E      = 7'b0000110;
 parameter [6:0] F      = 7'b0001110;
 parameter [6:0] guion  = 7'b0111111;
always @ (zi)
 begin
  case(zi)
    0: seg = cero;
    1: seg = uno;
    2: seg = dos;
    3: seg = tres;
    4: seg = cuatro;
    5: seg = cinco;
     6: seg = seis;
     7: seg = siete;
     8: seg = ocho;
     9: seg = nueve;
     10: seg = A;
     11: seg = B;
     12: seg = C;
     13: seg = D;
     14: seg = E;
     15: seg = F;
     default: seg = guion;
  endcase
 end
endmodule
==> run.sh <==
#!/bin/bash
# OpenROAD 26Q1-2900-gdf79404cd8, Yosys 0.63+post, stock flow scripts
make -C /OpenROAD-flow-scripts/flow DESIGN_CONFIG=/design/flow/config.mk WORK_HOME=/design/flow/orfs finish
==> config.mk <==
export PLATFORM = sky130hd
export DESIGN_NAME = bdcseg
export DESIGN_NICKNAME = bdcseg
export VERILOG_FILES = /design/flow/design.v
export SDC_FILE = /design/flow/constraint.sdc
export NUM_CORES = 4
export LEC_CHECK = 1
export CORE_AREA = 10 10 70 70
export DIE_AREA = 0 0 80 80
==> constraint.sdc <==
current_design bdcseg

set clk_period 2.0
set clk_io_pct 0.2

create_clock -name clk0 -period $clk_period

set non_clock_inputs [all_inputs -no_clocks]
set_input_delay [expr $clk_period * $clk_io_pct] -clock clk0 $non_clock_inputs
set_output_delay [expr $clk_period * $clk_io_pct] -clock clk0 [all_outputs]
==> run notes <==
The run finished with clean final reports. The final layout reports a setup TNS of 0 ps. The tools report the total congestion overflow after global routing as 0. The run gives 1 as the number of synthesis warnings. Summed over all instances, the cell type with the most area after synthesis is ha_1. End point of the most critical hold path: seg[0]. A synthesized cell averages 8.60 um2. The area of the mapped netlist is 275 um2. The tools report the slack of the critical path as 33.4 ps.

The wire-length estimate of the detail-placed layout is 629 um. The run gives 0.161 for the post-route core utilization. Hold-check failures listed in the final report amount to 0. Most used standard cell by instance count after synthesis: ha_1.

In this run the worst hold path is classified as in2out. The tools report the maximum number of pins on one net before global-route repair as 8. Counting stages on the worst path, the most repeated cell is buf_4.

The number of cells in the yosys synthesis report is 32, and the sequential share of the synthesized area is 0. According to the floorplan report, the die width is 80 um. The tools report the critical path capture point type as a primary output. With the peak per-stage delay on the critical path at 400 ps, the peak fanout along the critical path is 4. Routability-driven placement finished with a final weighted congestion of 0.799.

Per the layout area report, the register area comes to 0 um2. Category of the critical setup timing path: in2out. After synthesis, the netlist uses 15 different library cells. The clock buffers instantiated in the layout total 0. The critical path goes through buf_2 > buf_4 > ha_1 > buf_4 > a22o_1 > clkdlybuf4s50_1. Counting instances, the worst hold path has a depth of 5. For the number of global-route vias before repair, the log shows 292.

The run gives 0.876 as the tightest slew margin relative to the limit. The average detailed-routed wire length per instance was 8.08 um; the detailed-route DRC error count was 0. The final timing report derives a shortest allowable period of 1970 ps.

The count of port buffers added during placement works out to 11. For the count of flip-flops and latches, the log shows 0. For the worst min-delay path, the startpoint reported by OpenROAD is zi[0]. The detail route stage leaves a number of antenna-violating nets equal to 0. In this build the clock could be raised as far as 0.509 GHz. The cell with the largest stage delay on the worst path was clkdlybuf4s50_1. For the violation tally from detailed-route iteration zero, the log shows 3. Buffers inserted to repair hold after CTS numbered 0.

Setup repair after global routing could not meet its margin everywhere. With the multi-input gate area in the final layout at 282 um2, the global-route usage over all layers is 0.0231. With the via count of the routed design at 300, the number of pins exceeding their max-slew limit in the final report is 0. Area share of the leading cell type in the synthesized netlist: 0.318. The run gives 0.463 for the share of cells above drive strength 1.

The kind of start point of the critical path was an input pin. The synthesis run shows the most used standard cells to be ha_1, nor2_1, mux2i_1. 0 antenna diodes ended up in the layout. The filler cells instantiated in the layout total 378. The portion of the clock cycle consumed by the worst path in the final layout is 0.983, and the global-route wire length before repair is 1.28 mm. After detailed routing, the total wire length is 808 um. The stage logs contain a warning count of 39. The post-route total power came out at 0.0000935 W. The run gives 21 as the number of core rows. The floorplan step defined a die boundary enclosing 6400 um2. The average vias per placed instance was 3.00; the peak ir drop on the vdd network was 0.0229 mV.

The data arrival time reported for the critical path is 1570 ps. The run gives 0.0806 for the initial core utilization. At the placement stage, the worst setup path has a slack of -768 ps. Per the OpenROAD power report, leakage power amounts to 0.279 nW. The area overhead of the layout relative to synthesis is 100%.

The die boundary height works out to 80 um. In the final report, the number of endpoints failing setup comes to 0. For the number of instances in the synthesized netlist, the log shows 32. According to the floorplan report, the placeable core area is 3420 um2. Looking at the max-slew report, the worst-margin pin has a slew of 181 ps.

For the initial antenna violation count, the log shows 0. The summed standard-cell area reported by yosys came out at 275 um2. By area the synthesized netlist is led by ha_1, mux2i_1, mux4_1. Data on the critical path is required at its endpoint by 1600 ps.

The first TritonRoute pass finished after 2 iterations. The tools report the number of primary I/O pins as 11. Power spread over the standard cell area amounts to 170 nW/um2. The run reported a max-capacitance violation count of 0.
==> layout by cell type, fill, tap and decap left out <==
cell type | netlist | final
inv_1 | 3 | 1
ha_4 | 0 | 2
o21ai_1 | 0 | 1
o21ai_2 | 0 | 1
a32o_1 | 1 | 1
dlygate4sd2_1 | 0 | 3
ha_1 | 7 | 4
a21oi_1 | 1 | 1
buf_4 | 0 | 12
ha_2 | 0 | 1
mux4_1 | 1 | 1
buf_2 | 1 | 2
mux2_2 | 1 | 1
inv_2 | 0 | 1
nor2_2 | 0 | 1
or3b_1 | 1 | 1
mux2i_1 | 4 | 4
nor2_1 | 5 | 4
inv_4 | 0 | 1
and2b_2 | 1 | 1
clkdlybuf4s50_1 | 0 | 1
buf_6 | 1 | 1
nand2_1 | 1 | 1
dlymetal6s2s_1 | 0 | 2
a22o_1 | 2 | 2
clkdlybuf4s15_1 | 0 | 2
clkbuf_2 | 0 | 1
==> logic make-up after synthesis <==
group,share of synthesized area
compound gates,0.155
fa+ha+maj,0.318
buf+inv,0.100
mux,0.282
simple gates,0.145
==> layer usage <==
layer  routed length (um)  up-vias  track usage
li1                     -      158            -
met5                    0        -            0
met2                  397        6       0.0441
met3                   40        0      0.00227
met1                  370      136       0.0284
met4                    0        0            0
==> repair_timing <==
action,CTS,global route
endpoints found under the setup margin,7,4
resized,28,6
pin swaps,1,2
gates cloned,1,0
setup buffers,2,0
==> critical path: cells and delay by family <==
family,cells,cell delay (ps)
AOI/OAI and AO/OA,1,180
buffers and inverters,4,800
adders and majority gates,1,180
==> how the worst max path moves through the flow <==
stage                 depth (start not counted)  startpoint  slack, ps  endpoint
final                                         6       zi[1]         30    seg[2]
after global routing                          6       zi[1]      -0.03    seg[2]
after CTS                                     7       zi[1]          7    seg[0]
==> where the power goes <==
group / switching, W / total [W] / internal [W]
clock: 0 / 0 / 0
combinational: 0.0000366 / 0.0000935 / 0.0000568
sequential: 0 / 0 / 0
total: 0.0000366 / 0.0000935 / 0.0000568
==> area by class of cell <==
class	count	share of cell area
Timing Repair Buffer	24	0.359
Tap cell	46	0.105
Inverter	3	0.0250
Multi-Input combinational cell	27	0.511
==> through the flow <==
stage	hold WS [ps]	area (um2)	cells
6_report	1330	551	100
5_1_grt	1380	551	100
4_1_cts	1420	537	100
3_5_place_dp	1900	502	97
3_3_place_gp	1900	502	97
2_1_floorplan	900	275	32
No activity file was given, so power comes from the tool's default toggle rates.
