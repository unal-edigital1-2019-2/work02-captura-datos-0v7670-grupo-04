$ cat ./config.mk
export PLATFORM = sky130hd
export DESIGN_NAME = anodos
export DESIGN_NICKNAME = anodos
export VERILOG_FILES = /design/flow/design.v
export SDC_FILE = /design/flow/constraint.sdc
export NUM_CORES = 4
export LEC_CHECK = 1
export CORE_AREA = 10 10 70 70
export DIE_AREA = 0 0 80 80
$ cat ./constraint.sdc
current_design anodos

set clk_period 1.0
set clk_io_pct 0.2

create_clock -name clk0 -period $clk_period

set non_clock_inputs [all_inputs -no_clocks]
set_input_delay [expr $clk_period * $clk_io_pct] -clock clk0 $non_clock_inputs
set_output_delay [expr $clk_period * $clk_io_pct] -clock clk0 [all_outputs]
$ cat ./design.v
`timescale 1ns / 1ps
module anodos (zi, an);
 input [3:0] zi;
 output reg [7:0] an;
 parameter [7:0] cero   = 8'b01111111;
 parameter [7:0] uno    = 8'b10111111;
 parameter [7:0] dos    = 8'b11011111;
 parameter [7:0] tres   = 8'b11101111;
 parameter [7:0] cuatro = 8'b11110111;
 parameter [7:0] cinco  = 8'b11111011;
 parameter [7:0] seis   = 8'b11111101;
 parameter [7:0] siete  = 8'b11111110;
 parameter [7:0] guion  = 8'b000000000;
always @ (zi)
 begin
  case(zi)
    0: an = cero;
    1: an = uno;
    2: an = dos;
    3: an = tres;
    4: an = cuatro;
    5: an = cinco;
     6: an = seis;
     7: an = siete;
     default: an = guion;
  endcase
 end
endmodule
$ cat ./run.sh
#!/bin/bash
# OpenROAD 26Q1-2900-gdf79404cd8, Yosys 0.63+post, stock flow scripts
make -C /OpenROAD-flow-scripts/flow DESIGN_CONFIG=/design/flow/config.mk WORK_HOME=/design/flow/orfs finish
==> reports/README.md <==
| Result | This run | Unit |
|:---|:---|:---|
| Critical-path maximum fanout | 8 | - |
| Delay contributed by the slowest stage of the critical path | 240 | ps |
| Standard cell core area | 3420 | µm² |
| Routed len/inst | 7.90 | µm |
| Largest type area fraction | 0.556 | - |
| Finished Cell Area | 200 | µm² |
| Total number of vias | 142 | - |
| Share of the core filled with cells | 0.0586 | - |
| Fillers | 419 | - |
| Power spent charging and discharging nets | 0.0300 | mW |
| Top Family by Delay on Critical Path | buffers and inverters | - |
| Peak-usage layer in the global routing report | met2 | - |
| Crit Path Category | in -> out | - |
| Setup TNS | 0 | ps |
| Status | finished, final reports clean | - |
| Half-perimeter wire length of the detailed placement result | 529 | µm |
| Hold Worst Slack | 705 | ps |
| Cells after synthesis | 13 | - |
| Yosys-reported design area after synthesis | 67.6 | µm² |
| Max_cap viols | 0 | - |
| Most frequent logic cells in the routed design | 11 x buf_2, 6 x a31oi_1, 2 x inv_2, 2 x a21oi_1 | - |
| Design internal power | 0.0326 | mW |
| HP Class | in -> out | - |
| # IOs | 12 | - |
| Placement row count | 21 | - |
| Yosys cell count | 13 | - |
| Final Setup Violations | 0 | - |
| Per-cell via count in the routed design | 2.00 | - |
| Library cells used by synthesis | 6 | - |
| Switching portion of total power | 0.479 | - |
| Crit path time final | 946 | ps |
| Met3 GRT Util | 0.00682 | - |
| Kind of capture point of the worst setup path | output pin | - |
| Proportion of power drawn by flip-flops and latches | 0 | - |
| Comb power frac | 1.000 | - |
| Portion of the post-synthesis area used by sequential elements | 0 | - |
| Number of global-route vias before repair | 121 | - |
| Crit path arrival time | 750 | ps |
| Cell area reported after detailed placement | 248 | µm² |
| Buffers and inverters on the worst path | 2 | - |
| Peak clock frequency supported by timing | 1.06 | GHz |
| Antenna violations before repair | 0 | - |
| Area of the mapped netlist | 67.6 | µm² |
| Synthesis-to-finish area growth | 196 | % |
| Worst Hold Launch | zi[2] | - |
| WHS Path Cells | 3 | - |
| Endpoint with the worst hold slack | an[3] | - |
| Number of slew-limit violations in the final report | 0 | - |
| Post-CTS setup buffer count | 0 | - |
| Die height | 80 | µm |
| Logic cell area | 53.8 | µm² |
| Met1 layer usage reported by global route | 0.0152 | - |
| Slowest cell on the critical path | clkdlybuf4s15_2 | - |
| First-pass iteration count of the detailed router | 1 | - |
| Number of hold buffers added after CTS | 0 | - |
| Area of the chip | 6400 | µm² |
| Aggregate routed wire length | 561 | µm |
| Final-layout clock buffer total | 0 | - |
| Synthesized area divided by synthesized cell count | 5.20 | µm² |
| Overflow left after global routing | 0 | - |
| Slew Limit Headroom | 0.894 | - |
| Top cells by area in the synthesized netlist | a31oi_1 56%, a21oi_1 15%, inv_2 11%, clkbuf_2 7.4%, inv_1 5.6% | - |
| Initial DRC count | 0 | - |
| Most frequently placed logic cell in the final layout | buf_2 | - |
| Synth area leader | a31oi_1 | - |
| Leakage | 0.0837 | nW |
| Number of sequential cells in the layout | 0 | - |
| Post-detailed-route count of antenna-violating nets | 0 | - |
| Number of remaining DRC errors | 0 | - |
| Clock Power Share | 0 | - |
| Worst EP required | 800 | ps |
| GP Congestion | 0.735 | - |
| N_diodes | 0 | - |
| GRT Resource Usage Total | 0.0166 | - |
| Portion of the clock cycle consumed by the worst path in the final layout | 0.946 | - |
| Met2 usage in global routing | 0.0345 | - |
| Critical path cell sequence | clkdlybuf4s15_2 -> a31oi_1 -> buf_2 | - |
| Peak supply drop | 31.9 | µV |
| Synth Warn # | 1 | - |
| Cell Pwr Density | 313 | nW/µm² |
| Final Instance Count excl. Fillers | 71 | - |
| Worst Max-Slew Pin Slew | 159 | ps |
| Total number of warnings across the stage logs | 32 | - |
| First-pass GRT wire length | 786 | µm |
| Pin count of the biggest net entering global routing | 9 | - |
| Share of layout cells above drive strength 1 | 0.640 | - |
| Setup repair after global routing missed its margin | no | - |
| Final hold violation count | 0 | - |
| Initial core utilization | 0.0198 | - |
| Register cell area after layout | 0 | µm² |
| Die x size | 80 | µm |
| Placed insts | 71 | - |
| PortBufs | 12 | - |
| CP startpoint kind | input port | - |
repair_timing:
item                                    in CTS  in global routing
cloned                                       0                  0
pin swaps                                    4                  3
gates resized                               42                  1
endpoints found under the setup margin       8                  3
power groups by stage:
stage                 Sequential, mW  Clock (mW)  Combinational, mW
final                              0           0             0.0626
after global routing               0           0             0.0731
after CTS                          0           0             0.0677
tightest hold or removal path, stage by stage:
cell     delay [ps]
buf_2           130
a21oi_1          60
buf_2           120
how the worst max path moves through the flow:
stage          from     to  slack (ps)  cells after the start
CTS           zi[2]  an[6]          10                      4
global route  zi[3]  an[2]           4                      3
finish        zi[3]  an[2]          50                      3
cells in the mapped netlist (all sizes together):
library cell and instances:
nor2 1, inv 3, a21oi 2, a31oi 6, clkbuf 1
routing by layer:
metal	routed length (µm)	share of wire	up-vias
li1	-	-	75
met3	53	0.094	0
met1	181	0.32	63
met2	326	0.58	4
met5	0	0	-
met4	0	0	0
final cells by class:
| class | instances | share of cell area |
|---|---|---|
| Timing Repair Buffer | 13 | 0.387 |
| Tap cell | 46 | 0.288 |
| Multi-Input combinational cell | 9 | 0.269 |
| Inverter | 3 | 0.0562 |
per-stage QoR:
| stage | setup WS [ps] | total power, mW |
|---|---|---|
| after floorplan | 378 | 0.0172 |
| after global placement | -721 | 0.0892 |
| after detailed placement | -733 | 0.0907 |
| after CTS | 13.8 | 0.0677 |
| after global routing | 3.54 | 0.0731 |
| final | 54.3 | 0.0626 |
kinds of logic after synthesis:
family | Yosys count | share of synthesized area
compound gates | 8 | 0.704
simple gates | 1 | 0.0555
buf+inv | 4 | 0.241
Power and IR drop assume default switching activity.
